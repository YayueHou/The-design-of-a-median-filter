<file path="run.sh">
#!/bin/bash
# OpenROAD 26Q1-2900-gdf79404cd8, Yosys 0.63+post, stock flow scripts
make -C /OpenROAD-flow-scripts/flow DESIGN_CONFIG=/design/flow/config.mk WORK_HOME=/design/flow/orfs finish
</file>
<file path="design.v">
module filter_apb_if (
 input pclk
,input prstn
,input [ 7:0] paddr
,input [31:0] pwdata
,input penable
,input pwrite
,input psel
,output reg [31:0] prdata
,output frame_start
,input  frame_done
,input [31:0] frame_number
,input [31:0] frame_cycle
,input [31:0] frame_cycle_sum
,output reg [31:0] baseImageI
,output reg [31:0] baseImageO
,output reg [15:0] frame_width
,output reg [15:0] frame_height
,output pixel_size
,output int_out
);
localparam REG_SYS_CTRL        = 8'h00;
localparam REG_FRAME_WIDTH     = 8'h04;
localparam REG_FRAME_HEIGHT    = 8'h08;
localparam REG_BASE_FRAME_IN   = 8'h0c;
localparam REG_BASE_FRAME_OUT  = 8'h10;
localparam REG_FRAME_NUMBER    = 8'h14;
localparam REG_FRAME_CYCLE     = 8'h18;
localparam REG_FRAME_CYCLE_SUM = 8'h1c;
localparam REG_INT_STATUS      = 8'h20;
localparam REG_INT_ENABLE      = 8'h24;
wire reg_wr = penable & psel & pwrite ;
wire reg_rd =~penable & psel & ~pwrite;
wire sel_sys_ctrl          = psel & (paddr == REG_SYS_CTRL         );
wire sel_frame_width       = psel & (paddr == REG_FRAME_WIDTH      );
wire sel_frame_height      = psel & (paddr == REG_FRAME_HEIGHT     );
wire sel_base_frame_in     = psel & (paddr == REG_BASE_FRAME_IN    );
wire sel_base_frame_out    = psel & (paddr == REG_BASE_FRAME_OUT   );
wire sel_frame_number      = psel & (paddr == REG_FRAME_NUMBER     );
wire sel_frame_cycle       = psel & (paddr == REG_FRAME_CYCLE      );
wire sel_frame_cycle_sum   = psel & (paddr == REG_FRAME_CYCLE_SUM  );
wire sel_int_status        = psel & (paddr == REG_INT_STATUS       );
wire sel_int_enable        = psel & (paddr == REG_INT_ENABLE       );
reg [ 1:0] sys_ctrl   ;
reg int_status;
reg int_enable;
assign int_out = |(int_enable & int_status);
always@(posedge pclk or negedge prstn)
if(~prstn) begin
	int_status <= 1'd0;
end
else begin
	if(frame_done) int_status <= 1'b1; else if(reg_wr & sel_int_status & pwdata[0]) int_status <= 1'b0;
end
assign frame_start = reg_wr & sel_sys_ctrl & pwdata[0];  
assign pixel_size  = sys_ctrl[1];
always@(posedge pclk or negedge prstn)
if(~prstn) begin
	sys_ctrl    <=  2'h0;
	int_enable  <=  1'h0;
	frame_width <= 16'd1280;
	frame_height<= 16'd1024;
	baseImageI  <= 32'h0;
	baseImageO  <= 32'h0;
end
else begin
	if(reg_wr & sel_sys_ctrl       ) sys_ctrl     <= pwdata[1:0];
	if(reg_wr & sel_frame_width    ) frame_width  <= pwdata[15:0];
	if(reg_wr & sel_frame_height   ) frame_height <= pwdata[15:0];
	if(reg_wr & sel_base_frame_in  ) baseImageI   <= pwdata[31:0];
	if(reg_wr & sel_base_frame_out ) baseImageO   <= pwdata[31:0];
	if(reg_wr & sel_int_enable     ) int_enable   <= pwdata[0];
end
wire [31:0] reg32_sys_ctrl       = {30'b0,sys_ctrl};
wire [31:0] reg32_frame_width    = {16'b0,frame_width};
wire [31:0] reg32_frame_height   = {16'b0,frame_height};
wire [31:0] reg32_base_frame_in  = {baseImageI};
wire [31:0] reg32_base_frame_out = {baseImageO};
wire [31:0] reg32_frame_number   = {frame_number};
wire [31:0] reg32_frame_cycle    = {frame_cycle};
wire [31:0] reg32_frame_cycle_sum= {frame_cycle_sum};
wire [31:0] reg32_int_status     = {31'b0,int_status};
wire [31:0] reg32_int_enable     = {31'b0,int_enable};
wire [31:0] prdata_w = ({32{sel_sys_ctrl       }} & reg32_sys_ctrl        ) |
                       ({32{sel_frame_width    }} & reg32_frame_width     ) |
                       ({32{sel_frame_height   }} & reg32_frame_height    ) |
                       ({32{sel_base_frame_in  }} & reg32_base_frame_in   ) |
                       ({32{sel_base_frame_out }} & reg32_base_frame_out  ) |
                       ({32{sel_frame_number   }} & reg32_frame_number    ) |
                       ({32{sel_frame_cycle    }} & reg32_frame_cycle     ) |
                       ({32{sel_frame_cycle_sum}} & reg32_frame_cycle_sum ) |
                       ({32{sel_int_status     }} & reg32_int_status      ) |
                       ({32{sel_int_enable     }} & reg32_int_enable      ) ;
always@(posedge pclk or negedge prstn)
if(~prstn)
	prdata <= 32'b0;
else if(reg_rd)
	prdata <= prdata_w;
endmodule
</file>
<file path="config.mk">
export PLATFORM = sky130hd
export DESIGN_NAME = filter_apb_if
export DESIGN_NICKNAME = filter_apb_if
export VERILOG_FILES = /design/flow/design.v
export SDC_FILE = /design/flow/constraint.sdc
export NUM_CORES = 4
export LEC_CHECK = 1
export CORE_UTILIZATION = 40
</file>
<file path="constraint.sdc">
current_design filter_apb_if

set clk_period 3.5
set clk_io_pct 0.2

create_clock -name clk0 -period $clk_period [get_ports {pclk}]

set non_clock_inputs [all_inputs -no_clocks]
set_input_delay [expr $clk_period * $clk_io_pct] -clock clk0 $non_clock_inputs
set_output_delay [expr $clk_period * $clk_io_pct] -clock clk0 [all_outputs]
</file>
==> flow.log <==
[flow] summary of implementation run
[metrics] outcome: completed
[metrics] worst hold slack: 259.2 ps
[metrics] Primary FF master, synth: sky130_fd_sc_hd__dfrtp_1
[metrics] least setup slack across all paths after layout: 267.3 ps
[metrics] Port-buffer cells: 272
[metrics] number of different library cells in the post-synthesis netlist: 55
[metrics] number of endpoints failing setup at the final stage: 0
[metrics] via/cell ratio: 5.466
[metrics] vias in the first global route: 5686
[metrics] max cap viols: 0
[metrics] Sum Neg Setup Slack: 0 ps
[metrics] async set-or-reset flop fraction in the synthesized netlist: 100.0%
[metrics] r2r worst-path depth: 5
[metrics] horizontal die dimension: 130.9 µm
[metrics] Reg clk slew, reported paths: 60 ps
[metrics] critical path launch point type: primary input
[metrics] fill cell total of the finished layout: 1212
[metrics] relative slew slack: 56.21%
[metrics] highest cell delay on the worst timing path: 530 ps
[metrics] cells along the critical path: clkdlybuf4s50_1 > nor4_4 > nand2b_4 > nor2_1 > and2_1 > clkdlybuf4s50_1
[metrics] I/O pin count: 273
[metrics] critical path required time: 2800 ps
[metrics] global route total overflow: 0
[metrics] # Cells Yosys: 513
[metrics] Die H: 130.9 µm
[metrics] floorplan utilization: 41.36%
[metrics] Setup Buffers After CTS: 0
[metrics] worst path bufs/invs: 2
[metrics] Yosys Chip Area: 6641 µm²
[metrics] DP Worst Slack: 256.7 ps
[metrics] Synth-to-Final Area Change: 54.28%
[metrics] Slowest-stage cell, CP: sky130_fd_sc_hd__clkdlybuf4s50_1
[metrics] fraction of final layout cells sized beyond drive strength 1: 23.67%
[metrics] hold buffer count at cts: 0
[metrics] antenna violations before repair: 2
[metrics] total power draw: 3994 µW
[metrics] number of DRC violations after detailed routing: 0
[metrics] number of cell rows: 46
[metrics] count of state elements after synthesis: 132
[metrics] Post-CTS Resized: 0
[metrics] First-pass DRT Iterations: 4
[metrics] DR vias: 5597
[metrics] actual transition at the worst max-transition pin: 647.5 ps
[metrics] end of the worst register-to-register path: prdata[0]
[metrics] summed instance area of the synthesized netlist: 6641 µm²
[metrics] violation count after the first detailed-routing iteration: 277
[metrics] Yosys Warn Count: 1
[metrics] portion of the post-synthesis area used by sequential elements: 49.79%
[metrics] pin count of the biggest net entering global routing: 72
[metrics] power per unit of standard cell area: 389.8 nW/µm²
[metrics] number of synthesized flops with an enable pin: 0
[metrics] all-layer global routing usage: 27.65%
[metrics] clock tree from TritonCTS: yes
[metrics] setup repair after global routing missed its margin: no
[metrics] Final Wtd Congestion: 0.8682
[metrics] number of warning messages in the logs: 26
[metrics] maximum fanout along the worst path: 4
[metrics] Clock Tree Buf Depth: 2
[metrics] IR Drop Worst-Case VDD: 382.4 µV
[metrics] average size of a mapped cell: 12.95 µm²
[metrics] Worst path top cell family by delay: buffers and inverters
[metrics] Final HPWL DP: 16.33 mm
[metrics] number of clock sinks seen by CTS: 132
[metrics] hold violation count in the final report: 0
[metrics] global-route wire length before repair: 33.53 mm
[metrics] leak pwr: 0.004370 µW
[metrics] most used cell along the critical path: sky130_fd_sc_hd__clkdlybuf4s50_1
[metrics] worst setup path category: primary input to output pin
[metrics] post-route ant nets: 0
[metrics] crit path capture type: output pin
[metrics] CTS HTree Levels: 4
[metrics] number of instances in the synthesized netlist: 513
[metrics] final worst path period share: 92.36%
[metrics] CTS Root Buffer Type: sky130_fd_sc_hd__clkbuf_16
[metrics] number of buffers added by the clock tree synthesis step: 17
[metrics] Late-Pin Clk Latency: 410 ps
[metrics] Slew Viols, Final: 0
[metrics] average wire length per cell after detail routing: 22.10 µm
[metrics] critical path arrival: 2530 ps
[metrics] sum of routed wire length over all layers: 22.63 mm
[metrics] standard cell core area: 16060 µm²
[metrics] worst hold-check path type: primary input to asynchronous set/reset pin
[metrics] Register-to-Register Setup Slack: 2090 ps
[metrics] overall die area: 17120 µm²
[metrics] worst reg2reg path startpoint: frame_height[0]
[metrics] maximum clock rate: 309.3 MHz
[metrics] clk_skew: 4.604 ps
[metrics] min Tclk post-route: 3233 ps
worst reg2reg max path, cell delays in order (launching register included):
cell and delay, ps:
sky130_fd_sc_hd__dfrtp_1 390, sky130_fd_sc_hd__mux4_2 490, sky130_fd_sc_hd__nand2_1 100, sky130_fd_sc_hd__o221ai_1 100, sky130_fd_sc_hd__a21oi_1 160, sky130_fd_sc_hd__nor2_1 60
registers in the layout, indices dropped and copies added (netlist names):
signal / flops
int_status: 1
prdata: 32
frame_width: 16
baseImageO: 32
int_enable: 1
sys_ctrl: 2
frame_height: 16
baseImageI: 32
metrics by stage:
stage / cells / utilization, % / instance area, µm²
global placement: 991 / 59.60 / 9570
floorplan: 513 / - / 6641
CTS: 1023 / 63.79 / 10240
finish: 1024 / 63.81 / 10250
global route: 1023 / 63.79 / 10240
detailed placement: 991 / 59.60 / 9570
logic make-up (layout without fill, tap and decap cells):
family / Yosys count / after routing / synth area share [%]
simple gates: 75 / 75 / 7.196
mux: 141 / 141 / 24.08
buf+inv: 36 / 330 / 4.465
flops: 132 / 132 / 49.79
compound gates: 129 / 129 / 14.47
other cells: 0 / 1 / 0
cells in the mapped netlist (2+ instances only):
cell	n	area, µm²
sky130_fd_sc_hd__a21o_1	2	15.01
sky130_fd_sc_hd__a21oi_1	26	130.1
sky130_fd_sc_hd__a221o_1	10	100.1
sky130_fd_sc_hd__a221o_2	7	78.83
sky130_fd_sc_hd__a22o_1	7	61.31
sky130_fd_sc_hd__a22oi_1	39	292.8
sky130_fd_sc_hd__a311oi_1	2	17.52
sky130_fd_sc_hd__a31oi_1	5	31.28
sky130_fd_sc_hd__a32oi_1	3	26.28
sky130_fd_sc_hd__and2_1	4	25.02
sky130_fd_sc_hd__and3_1	3	18.77
sky130_fd_sc_hd__buf_2	8	40.04
sky130_fd_sc_hd__buf_4	7	52.55
sky130_fd_sc_hd__buf_6	14	157.7
sky130_fd_sc_hd__clkbuf_1	5	18.77
sky130_fd_sc_hd__dfrtp_1	129	3228
sky130_fd_sc_hd__dfstp_2	3	78.83
sky130_fd_sc_hd__mux2_1	6	67.56
sky130_fd_sc_hd__mux2_2	94	1059
sky130_fd_sc_hd__mux2_4	10	150.1
sky130_fd_sc_hd__mux2i_1	30	300.3
sky130_fd_sc_hd__nand2_1	14	52.55
sky130_fd_sc_hd__nand2b_1	2	12.51
sky130_fd_sc_hd__nand3_1	11	55.05
sky130_fd_sc_hd__nor2_1	18	67.56
sky130_fd_sc_hd__nor2_4	2	22.52
sky130_fd_sc_hd__nor2b_1	5	31.28
sky130_fd_sc_hd__nor3_2	2	20.02
sky130_fd_sc_hd__nor3_4	2	32.53
sky130_fd_sc_hd__o211ai_1	4	30.03
sky130_fd_sc_hd__o21ai_0	5	25.02
sky130_fd_sc_hd__o22a_1	7	61.31
sky130_fd_sc_hd__o22ai_1	4	25.02
sky130_fd_sc_hd__o32ai_1	2	17.52
layer usage:
metal	GRT usage, %	part of all wire (%)	wire [µm]
met1	41.43	44	10020
met2	42.64	47	10720
met3	7.587	7.2	1632
met4	3.651	1.2	262
met5	0	0	0
cell usage in the layout (no fill, tap or decap), types with 3 or more instances in the layout:
cell type and n:
sky130_fd_sc_hd__buf_12 3, sky130_fd_sc_hd__dfrtp_1 129, sky130_fd_sc_hd__clkbuf_16 17, sky130_fd_sc_hd__mux2_2 94
sky130_fd_sc_hd__bufinv_16 6, sky130_fd_sc_hd__mux2i_1 30, sky130_fd_sc_hd__nand3_1 11, sky130_fd_sc_hd__nand2_1 14
sky130_fd_sc_hd__a31oi_1 5, sky130_fd_sc_hd__a21oi_1 26, sky130_fd_sc_hd__a22oi_1 39, sky130_fd_sc_hd__o22a_1 7
sky130_fd_sc_hd__clkinvlp_4 3, sky130_fd_sc_hd__buf_4 23, sky130_fd_sc_hd__clkdlybuf4s50_1 269, sky130_fd_sc_hd__nor2_1 18
sky130_fd_sc_hd__nor2b_1 4, sky130_fd_sc_hd__and3_1 3, sky130_fd_sc_hd__a32oi_1 3, sky130_fd_sc_hd__a221o_2 7
sky130_fd_sc_hd__a22o_1 7, sky130_fd_sc_hd__o211ai_1 4, sky130_fd_sc_hd__dfstp_2 3, sky130_fd_sc_hd__o22ai_1 4
sky130_fd_sc_hd__o21ai_0 5, sky130_fd_sc_hd__and2_1 4, sky130_fd_sc_hd__mux2_1 6, sky130_fd_sc_hd__mux2_4 10
sky130_fd_sc_hd__a221o_1 10
worst max-delay path by stage:
stage | startpoint | end | slack (ps) | cells past startpoint
global route | paddr[7] | frame_start | 130 | 6
finish | paddr[7] | frame_start | 270 | 6
CTS | paddr[7] | frame_start | 250 | 6
cell type report:
class / count / area (µm²) / share of cell area, %
timing repair buffer: 298 / 2947 / 28.76
clock inverter: 13 / 230.2 / 2.247
antenna: 1 / 2.502 / 0.02442
sequential: 132 / 3307 / 32.27
clock buffer: 19 / 442.9 / 4.323
multi-input combinational: 345 / 3047 / 29.73
tap: 216 / 270.3 / 2.638
report_power, final:
group          total (µW)  internal (µW)  switching [µW]  leakage [µW]
Combinational         395            240             155       0.00224
Clock                2030           1360             675      0.000320
Sequential           1570           1550            16.8       0.00181
Power and IR drop assume default switching activity.
